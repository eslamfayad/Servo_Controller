==> flow/design.v <==
module Decoder_7SEG (
output reg[6:0] _7SEG_OUT,
input wire [3:0] BCD_IN);
always @(*)
begin
	case(BCD_IN)
		4'b0000: _7SEG_OUT = 7'b1000000;  
		4'b0001: _7SEG_OUT = 7'b1111001;  
		4'b0010: _7SEG_OUT = 7'b0100100;  
		4'b0011: _7SEG_OUT = 7'b0110000;  
		4'b0100: _7SEG_OUT = 7'b0011001;  
		4'b0101: _7SEG_OUT = 7'b0010010;  
		4'b0110: _7SEG_OUT = 7'b0000010;  
		4'b0111: _7SEG_OUT = 7'b1111000;  
		4'b1000: _7SEG_OUT = 7'b0000000;  
		4'b1001: _7SEG_OUT = 7'b0010000;  
	default: _7SEG_OUT = 7'b1000000;  
	endcase
 end
 endmodule 
module Servo_2 (
  input clk,
  input rst,
  input  mode_sel,
  input  [7:0] switchs,
  output [7:0] leds,
  output  [20:0]Seven_segment,
  output servo2,
  output servo
  );
  wire[7:0] position;
  reg pwm_q,pwm_q2, pwm_d;
  reg [19:0] ctr_q, ctr_d;
  assign servo = pwm_q;
  assign servo2 = pwm_q2;
  wire clk_div_s;
clk_divider u0  (
			.clk_50(clk),
			.reset(rst),
			.clk_div(clk_div_s)
);
 wire[7:0]count_s; 
assign leds = position;
counter u1  (
			.clk_counter(clk_div_s),
			.reset(mode_sel),
			.count(count_s)
);
servo_mux u2  (
			.sel(mode_sel),
			.servo_control(position),
			.from_counter(count_s),
			.from_switch(switchs)
);
wire[11:0]bcd_s;
bin2bcd u6  (
			.bin(position),
			.bcd_out(bcd_s)		
);
Decoder_7SEG u3  (
			._7SEG_OUT(Seven_segment[6:0]),
			.BCD_IN(bcd_s[3:0])		
);
Decoder_7SEG u4  (
			._7SEG_OUT(Seven_segment[13:7]),
			.BCD_IN(bcd_s[7:4])		
);
Decoder_7SEG u5  (
			._7SEG_OUT(Seven_segment[20:14]),
			.BCD_IN(bcd_s[11:8])		
);
  always @(*) begin
    ctr_d = ctr_q + 1'b1;
    if (position + 9'd165 > ctr_q[19:8]) begin
      pwm_d = 1'b1;
    end else begin
      pwm_d = 1'b0;
    end
	 if (ctr_d == 1_000_000) begin
			ctr_d <= 1'b0;
	 end
  end
  always @(posedge clk) begin
    if (!rst) begin
      ctr_q <= 1'b0;
    end else begin
      ctr_q <= ctr_d;
    end
    pwm_q <= pwm_d;
	 pwm_q2 <= pwm_d;
  end
endmodule
module bin2bcd(
    input [7:0] bin,
	 output wire [11:0] bcd_out
    );
    reg [11 : 0] bcd; 
    reg [3:0] i;   
     always @(bin)
        begin
            bcd = 0;  
            for (i = 0; i < 8; i = i+1)  
            begin
                bcd = {bcd[10:0],bin[7-i]};  
                if(i < 7 && bcd[3:0] > 4) 
                    bcd[3:0] = bcd[3:0] + 3;
                if(i < 7 && bcd[7:4] > 4)
                    bcd[7:4] = bcd[7:4] + 3;
                if(i < 7 && bcd[11:8] > 4)
                    bcd[11:8] = bcd[11:8] + 3;  
            end
        end     
 assign bcd_out= bcd;             
endmodule 
module clk_divider ( output wire clk_div ,
						input wire clk_50,reset);
reg clk;
reg[20:0] count;						
always @ (posedge clk_50 or negedge reset)
	begin: divider 
		if (!reset) begin
			count <=0;
			clk <= 0 ;
		end
		else if (count == 1_250_000) begin
			 count <= 0;
			 clk <= ~clk ;
		end
		else
			 count <= count+1'd1;
	end
assign clk_div = clk;
endmodule 
module counter ( output reg[7:0] count ,
						input wire clk_counter,reset);
	reg flag =0;					
always @ (posedge clk_counter or posedge reset)
	begin: COUNTER 
		if (reset) begin
			count <=0;
		end
		else
		  if (flag == 1)begin
						if(count > 0) begin
							count <= count-1'd1;
						end
					else
						flag = 0;
			end
		  else if (flag ==0)begin
						if (count < 255) begin
						   count <= count+1'd1;
						end
						else
						   flag <= 1;
			end
		end
endmodule 
`timescale 1ns / 1ps
module servo_mux(output wire [7:0] servo_control,
					 input sel,
					 input [7:0] from_counter ,from_switch );
assign servo_control = (sel == 1'b 0) ? from_counter :
                       (sel == 1'b 1) ? from_switch :
                        8'b00000000;
endmodule
==> flow/run.sh <==
#!/bin/bash
# OpenROAD 26Q1-2900-gdf79404cd8, Yosys 0.63+post, stock flow scripts
make -C /OpenROAD-flow-scripts/flow DESIGN_CONFIG=/design/flow/config.mk WORK_HOME=/design/flow/orfs finish
==> flow/config.mk <==
export PLATFORM = sky130hd
export DESIGN_NAME = Servo_2
export DESIGN_NICKNAME = Servo_2
export VERILOG_FILES = /design/flow/design.v
export SDC_FILE = /design/flow/constraint.sdc
export NUM_CORES = 4
export LEC_CHECK = 1
export CORE_UTILIZATION = 50
==> flow/constraint.sdc <==
current_design Servo_2

set clk_period 8.4
set clk_io_pct 0.2

create_clock -name clk0 -period $clk_period [get_ports {clk}]

set non_clock_inputs [all_inputs -no_clocks]
set_input_delay [expr $clk_period * $clk_io_pct] -clock clk0 $non_clock_inputs
set_output_delay [expr $clk_period * $clk_io_pct] -clock clk0 [all_outputs]
==> changes_impl.md <==
### Metrics

* Run status: completed
* Unrepaired setup endpoints after global routing: no
* Number of input and output port buffers inserted at roughly 40
* Clock tree root buffer cell: clkbuf_8
* Post-Syn Area per Cell at 8.49 µm²
* Clock buffer depth at 2
* Setup ws final at between 0.3 and 0.4 ns
* Yosys stat cell total at ~520
* Combinational share of power at 50.0%
* Count of final setup violators at 0
* Library cells used by synthesis at between 70 and 80
* Leakage Power at 2.18 nW
* FF/Latch Area at 1200 µm²
* Pre-antenna DRT Iters at 4
* Worst min-delay path class: flop to flop
* Number of remaining DRC errors at 0
* Number of OpenROAD warnings at 35
* Maximum number of pins on one net before global-route repair at 27
* Routed Antenna Nets at 0
* Part of the Yosys area used for sequential elements at a little over a quarter
* Startpoint Class: primary input
* Share of the core filled by cells before placement at 52.4%
* Filler cell count in the final layout at 727
* Number of enable-type register cells in the synthesized netlist at 1
* Clock tree from TritonCTS: built
* Sequential fraction of design power at between 20 and 30%
* Average detailed-routed wire length per instance at approximately 13 µm
* Wire length of the first global-routing pass at between 15 and 20 mm
* CTS clk-pin slew, worst paths at 0.08 ns
* Chip area at approximately 9100 µm²
* Clock share of power at roughly 22%
* Minimum period implied by the final worst setup slack at about 8.1 ns
* Post-detailed-route via-to-cell ratio at about 5.4
* Overflow left after global routing at 0
* Internal power consumption at 0.515 mW
* Worst-case headroom to the max-slew limit at 60.5%
* Number of buffers added by the clock tree synthesis step at 5
* Layout Area Growth over Synthesis at 20.7%
* Max-slew violations at 0
* Type of destination of the critical path: output port
* Detailed placer's ending HPWL at roughly 7 mm
* Period utilization at a little over nine tenths
* Fmax at between 0.1 and 0.15 GHz
* DP Worst Slack at -0.0194 ns
* Required arrival time at the worst endpoint at roughly 6.7 ns
* Number of cells after detailed placement at around 680
* Ys flop type: dfrtp_1
* Number of antenna cells inserted at 0
* Routability congestion estimate from global placement at 0.871
* DRT iter0 DRCs at 117
* Switching Power at between 0.2 and 0.25 mW
* Max-capacitance violation count at 0
* Data arrival time at the worst-slack endpoint at approximately 6.4 ns
* Final Hold Violating Endpoints at 0
* Final worst clock skew at 0.00662 ns
* Number of top-level pins at about 42
* Total of warnings raised by yosys at 5
* Post-Syn Instances at 515
* Power density over the cells at about 140 nW/µm²
* Final cell count without fillers at between 600 and 700
* Worst Tran Pin Value at roughly 0.6 ns
* Area of the core region at about 8300 µm²
* Largest fanout of any net on the critical path at 4
* Hold-fix buffers at CTS at 0
* Via count of the first global-routing pass at roughly 3300
* Async set-or-reset flop fraction in the synthesized netlist at 57.7%
* Proportion of layout cells with a drive suffix above 1 at 15.1%
* #FFs+latches synth at 52
* Total number of H-tree levels at 2
* Mapped Area at 4370 µm²
* Final wirelength at a little under 9 mm
* Setup CP Type: primary input to output port
* Die Span Y at around 96 µm
* Number of unconstrained endpoints at 10
* Number of antenna violations at the first check in global routing at 0
* Gate Area at 3030 µm²
* Count of unclocked register or latch pins at 9
* Die width at approximately 96 µm
* Area reported by Yosys stat at about 4400 µm²
* Switching share of power at around a third
* Global-route total usage across every layer at between 20% and 30%
* Number of cell rows at 33
* Clock latency on the worst-skew pair at 0.29 ns
* Worst vdd rail ir drop at 95.4 µV
* Total vias in the final route at ~3700
* Setup_tns at 0 ns
## power by group through the flow
stage | Combinational [mW] | Sequential (mW) | Clock [mW]
finish | 0.377 | 0.208 | 0.169
global route | 0.422 | 0.209 | 0.182
CTS | 0.369 | 0.208 | 0.174
## layer usage
layer  GRT usage, %  wire length [µm]  vias to the layer above
met5              0                 0                        -
met4          0.871                17                        0
met3           2.43               252                        2
met2           31.9              3870                       52
met1           34.5              4760                     1691
li1               -                 -                     1939
## placed cells by master (no fill, tap or decap), types with 5 or more instances in the layout
cell type / n
xor2_1: 23
clkbuf_8: 6
nand2_1: 46
dfxtp_1: 21
mux2i_1: 7
clkdlybuf4s50_1: 39
nand3_1: 19
ha_1: 31
nand4_1: 9
a21o_1: 5
buf_4: 34
o21ai_0: 25
nor2b_1: 6
xnor2_1: 38
nor2_1: 51
nand2b_1: 5
mux2i_2: 5
nor3_1: 16
a21oi_1: 19
dfrtp_1: 30
inv_1: 30
a31oi_1: 8
and3_1: 8
## logic make-up after synthesis
group	Yosys count	synth area share, %
AOI/OAI and AO/OA	100	16.1
xor gates and xnor gates	64	13.0
adders and majority gates	34	9.90
buffers and inverters	49	5.09
DFF	52	27.5
muxes	20	6.01
other	1	0.0857
and+or+nand+nor	195	22.3
## state kept, by name, indices dropped and copies added (netlist names)
| signal | count |
|---|---|
| u0.count | 21 |
| ctr_q | 20 |
| u1.count | 8 |
| pwm_q2 | 1 |
| u0.clk | 1 |
| u1.flag | 1 |
## area by class of cell
type	count	area share, %
Clock buffer	6	1.56
Tap cell	105	2.49
Sequential cell	52	22.8
Timing Repair Buffer	74	12.4
Inverter	35	2.58
Multi-Input combinational cell	414	57.5
Clock inverter	2	0.735
## critical path: stages
cell and delay, ns:
clkdlybuf4s50_1 0.49, mux2i_2 0.21, ha_1 0.19, inv_2 0.06, ha_4 0.18, xor2_2 0.15
o32ai_2 0.25, o211a_1 0.21, nor2_2 0.04, ha_1 0.21, or3_1 0.40, and4_4 0.20
or2_4 0.24, or3_4 0.36, and2_4 0.17, o31ai_4 0.26, ha_1 0.22, inv_1 0.04
or2_1 0.23, a21oi_1 0.13, clkdlybuf4s50_1 0.48
## path summary, 6_finish.rpt
check | endpoint | startpoint | cells after the start | slack, ns
worst max-delay path | Seven_segment[7] | switchs[5] | 21 | 0.30
worst min-delay path | ctr_q[0] | ctr_q[0] | 1 | 0.46
worst max register to register | ctr_q[16] | ctr_q[12] | 11 | 5.60
worst min register to register | ctr_q[0] | ctr_q[0] | 1 | 0.46
max in group asynchronous | u0.count[5] | rst | 2 | 6.42
min in group asynchronous | u0.count[4] | rst | 2 | 1.74
## repair_timing
| action | 4_1_cts | 5_1_grt |
|---|---|---|
| resized | 1 | 13 |
| setup buffers | 0 | 1 |
| setup endpoints to repair | 2 | 8 |
| gates cloned | 0 | 0 |
| endpoints found under the hold margin | 0 | 0 |
## stage by stage
| stage | hold slack [ns] | area [µm²] | total power [mW] | utilization (%) |
|---|---|---|---|---|
| 2_1_floorplan | 0.426 | 4370 | 0.423 | - |
| 4_1_cts | 0.466 | 5190 | 0.751 | 62.3 |
| 6_report | 0.460 | 5280 | 0.754 | 63.3 |
| 3_3_place_gp | 0.438 | 5070 | 0.576 | 60.8 |
| 5_1_grt | 0.514 | 5280 | 0.813 | 63.3 |
| 3_5_place_dp | 0.448 | 5070 | 0.580 | 60.8 |
## synthesized netlist by cell type, types with 3 or more instances
library cell | instances | area, µm²
a21o_1 | 5 | 37.5
a21oi_1 | 21 | 105
a221oi_1 | 3 | 26.3
a31oi_1 | 8 | 50.1
and2_1 | 4 | 25.0
and3_1 | 8 | 50.1
buf_4 | 4 | 30.0
clkbuf_1 | 7 | 26.3
dfrtp_1 | 30 | 751
dfxtp_1 | 21 | 420
ha_1 | 33 | 413
inv_1 | 31 | 116
mux2_2 | 4 | 45.0
mux2i_1 | 8 | 80.1
mux2i_2 | 4 | 55.1
mux2i_4 | 3 | 67.6
nand2_1 | 46 | 173
nand2b_1 | 5 | 31.3
nand3_1 | 19 | 95.1
nand3b_1 | 3 | 22.5
nand4_1 | 9 | 56.3
nor2_1 | 51 | 191
nor2b_1 | 6 | 37.5
nor3_1 | 16 | 80.1
nor3b_1 | 3 | 22.5
nor4_1 | 5 | 31.3
o211ai_1 | 3 | 22.5
o21a_1 | 3 | 22.5
o21ai_0 | 25 | 125
o21ai_1 | 3 | 15.0
o22ai_1 | 4 | 25.0
or3_1 | 3 | 18.8
xnor2_1 | 38 | 333
xor2_1 | 25 | 219
No activity file was given, so power comes from the tool's default toggle rates.
